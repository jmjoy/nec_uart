<file path="design/flow/design.v">
package g;
    localparam int CLK_FREQ = 50_000_000;
    localparam int BAUD_RATE = 115200;
    localparam int NEC_SAMPLING_RATE = 80000;
    typedef logic [11:0] bcd_t;
endpackage
module bcd_display (
    input logic sys_clk,
    input logic sys_rst_n,
    input logic bcd_in_en,
    input g::bcd_t bcd_in,
    input logic busy_in,
    output logic [7:0] data_out,
    output logic data_out_en
);
    typedef enum logic [2:0] {
        S_IDLE,
        S_START_TX,
        S_WAIT_BUSY,
        S_TX
    } state_t;
    state_t current_state;
    state_t next_state;
    localparam [2:0] MAX_OUT_IDX = 5;
    g::bcd_t bcd_buf;
    logic [2:0] out_idx;
    always_ff @(posedge sys_clk or negedge sys_rst_n) begin
        if (!sys_rst_n) begin
            current_state <= S_IDLE;
        end else begin
            current_state <= next_state;
        end
    end
    always_comb begin
        next_state = current_state;
        case (current_state)
            S_IDLE: begin
                if (bcd_in_en) begin
                    next_state = S_START_TX;
                end
            end
            S_START_TX: begin
                next_state = S_WAIT_BUSY;
            end
            S_WAIT_BUSY: begin
                if (!busy_in) begin
                    if (out_idx == MAX_OUT_IDX) begin
                        next_state = S_IDLE;
                    end else begin
                        next_state = S_TX;
                    end
                end
            end
            S_TX: begin
                next_state = S_WAIT_BUSY;
            end
            default: begin
            end
        endcase
    end
    always_ff @(posedge sys_clk or negedge sys_rst_n) begin
        if (!sys_rst_n) begin
            bcd_buf <= 0;
            out_idx <= 0;
            data_out <= '0;
            data_out_en <= 0;
        end else begin
            case (next_state)
                S_IDLE: begin
                    data_out <= '0;
                    data_out_en <= 0;
                    out_idx <= 0;
                end
                S_START_TX: begin
                    bcd_buf <= bcd_in;
                    data_out_en <= 0;
                end
                S_WAIT_BUSY: begin
                    data_out_en <= 0;
                end
                S_TX: begin
                    data_out_en <= 1;
                    out_idx <= out_idx + 1'b1;
                    case (out_idx)
                        0: data_out <= 8'd48 + {4'b0, bcd_buf[11:8]};
                        1: data_out <= 8'd48 + {4'b0, bcd_buf[7:4]};
                        2: data_out <= 8'd48 + {4'b0, bcd_buf[3:0]};
                        3: data_out <= 8'd13;
                        4: data_out <= 8'd10;
                    endcase
                end
                default: begin
                end
            endcase
        end
    end
endmodule
module bin2bcd (
    input  logic [ 7:0] bin,
    output logic [11:0] bcd
);
    logic [19:0] tmp;
    always_comb begin
        tmp = {12'b0, bin};
        for (int i = 0; i < 8; i = i + 1) begin
            tmp[11:8] = (tmp[11:8] > 4'd4) ? tmp[11:8] + 4'd3 : tmp[11:8];
            tmp[15:12] = (tmp[15:12] > 4'd4) ? tmp[15:12] + 4'd3 : tmp[15:12];
            tmp[19:16] = (tmp[19:16] > 4'd4) ? tmp[19:16] + 4'd3 : tmp[19:16];
            tmp = tmp << 1;
        end
        bcd = tmp[19:8];
    end
endmodule
module nec (
    input logic sys_clk,
    input logic sys_rst_n,
    input logic remote_in,
    output logic [7:0] data_out,
    output logic data_out_en,
    output logic repeat_out_en
);
    localparam int MAX_SAMPLING_CNT = g::CLK_FREQ / g::NEC_SAMPLING_RATE / 2 - 1;
    localparam int SAMPLING_9MS_CNT = 9 * g::NEC_SAMPLING_RATE / 1_000;
    localparam int SAMPLING_4_5MS_CNT = 45 * g::NEC_SAMPLING_RATE / 10_000;
    localparam int SAMPLING_2_25MS_CNT = 225 * g::NEC_SAMPLING_RATE / 100_000;
    localparam int SAMPLING_562_5US_CNT = 5625 * g::NEC_SAMPLING_RATE / 10_000_000;
    localparam int SAMPLING_1_6875MS_CNT = 16875 * g::NEC_SAMPLING_RATE / 10_000_000;
    localparam int TIMING_TOLERANCE = 10;
    localparam logic [5:0] MAX_DATA_CNT = 32;
    typedef enum logic [3:0] {
        S_IDLE = 0,
        S_WAIT_BURST_9MS = 1,
        S_JUDGEING = 2,
        S_FIN_REPEAT = 3,
        S_WAIT_DATA_562_5US = 4,
        S_WAIT_DATA_JUDGE = 5,
        S_GET_DATA_0 = 6,
        S_GET_DATA_1 = 7,
        S_CHK_DATA = 8,
        S_FIN_DATA = 9,
        S_FIN = 10
    } state_t;
    state_t current_state;
    state_t next_state;
    int sampling_cnt;
    logic sampling_clk;
    logic remote_in0;
    logic remote_in1;
    int timer_cnt;
    logic [5:0] data_cnt;
    logic [31:0] data_buf;
    logic clr_timer;
    assign clr_timer = current_state != next_state;
    always_ff @(posedge sampling_clk or negedge sys_rst_n) begin
        if (!sys_rst_n) begin
            remote_in0 <= 1;
            remote_in1 <= 1;
        end else begin
            remote_in0 <= remote_in;
            remote_in1 <= remote_in0;
        end
    end
    always_ff @(posedge sys_clk or negedge sys_rst_n) begin
        if (!sys_rst_n) begin
            sampling_cnt <= 0;
            sampling_clk <= 0;
        end else if (sampling_cnt == MAX_SAMPLING_CNT) begin
            sampling_cnt <= 0;
            sampling_clk <= !sampling_clk;
        end else begin
            sampling_cnt <= sampling_cnt + 1;
        end
    end
    always_ff @(posedge sampling_clk or negedge sys_rst_n) begin
        if (!sys_rst_n) begin
            current_state <= S_IDLE;
        end else begin
            current_state <= next_state;
        end
    end
    always_comb begin
        next_state = current_state;
        case (current_state)
            S_IDLE: begin
                if (!remote_in1) begin
                    next_state = S_WAIT_BURST_9MS;
                end
            end
            S_WAIT_BURST_9MS: begin
                if (timer_cnt >= SAMPLING_9MS_CNT - TIMING_TOLERANCE && timer_cnt <= SAMPLING_9MS_CNT + TIMING_TOLERANCE && remote_in1) begin
                    next_state = S_JUDGEING;
                end else if (timer_cnt > SAMPLING_9MS_CNT + TIMING_TOLERANCE) begin
                    next_state = S_IDLE;
                end else if (remote_in1) begin
                    next_state = S_IDLE;
                end
            end
            S_JUDGEING: begin
                if (timer_cnt >= SAMPLING_2_25MS_CNT - TIMING_TOLERANCE && timer_cnt <= SAMPLING_2_25MS_CNT + TIMING_TOLERANCE) begin
                    if (!remote_in1) begin
                        next_state = S_FIN_REPEAT;
                    end
                end else if (timer_cnt >= SAMPLING_4_5MS_CNT - TIMING_TOLERANCE && timer_cnt <= SAMPLING_4_5MS_CNT + TIMING_TOLERANCE) begin
                    if (!remote_in1) begin
                        next_state = S_WAIT_DATA_562_5US;
                    end
                end else if (timer_cnt > SAMPLING_4_5MS_CNT + TIMING_TOLERANCE) begin
                    next_state = S_IDLE;
                end
            end
            S_FIN_REPEAT: begin
                next_state = S_FIN;
            end
            S_WAIT_DATA_562_5US: begin
                if (timer_cnt >= SAMPLING_562_5US_CNT - TIMING_TOLERANCE && timer_cnt <= SAMPLING_562_5US_CNT + TIMING_TOLERANCE) begin
                    if (remote_in1) begin
                        next_state = S_WAIT_DATA_JUDGE;
                    end
                end else if (timer_cnt > SAMPLING_562_5US_CNT + TIMING_TOLERANCE) begin
                    next_state = S_IDLE;
                end
            end
            S_WAIT_DATA_JUDGE: begin
                if (timer_cnt >= SAMPLING_562_5US_CNT - TIMING_TOLERANCE && timer_cnt <= SAMPLING_562_5US_CNT + TIMING_TOLERANCE) begin
                    if (!remote_in1) begin
                        next_state = S_GET_DATA_0;
                    end
                end else if (timer_cnt >= SAMPLING_1_6875MS_CNT - TIMING_TOLERANCE && timer_cnt <= SAMPLING_1_6875MS_CNT + TIMING_TOLERANCE) begin
                    if (!remote_in1) begin
                        next_state = S_GET_DATA_1;
                    end
                end else if (timer_cnt > SAMPLING_1_6875MS_CNT + TIMING_TOLERANCE) begin
                    next_state = S_IDLE;
                end
            end
            S_GET_DATA_0, S_GET_DATA_1: begin
                if (data_cnt == MAX_DATA_CNT) begin
                    next_state = S_CHK_DATA;
                end else begin
                    next_state = S_WAIT_DATA_562_5US;
                end
            end
            S_CHK_DATA: begin
                if (data_buf[31:24] == ~data_buf[23:16]) begin
                    next_state = S_FIN_DATA;
                end else begin
                    next_state = S_IDLE;
                end
            end
            S_FIN_DATA: begin
                next_state = S_FIN;
            end
            S_FIN: begin
                if (remote_in1) begin
                    next_state = S_IDLE;
                end
            end
            default: begin
            end
        endcase
    end
    always_ff @(posedge sampling_clk or negedge sys_rst_n) begin
        if (!sys_rst_n) begin
            timer_cnt <= 0;
            data_cnt <= 0;
            data_out <= 0;
            data_out_en <= 0;
            repeat_out_en <= 0;
            data_buf <= 0;
        end else begin
            if (clr_timer) begin
                timer_cnt <= 0;
            end else begin
                timer_cnt <= timer_cnt + 1;
            end
            case (next_state)
                S_IDLE: begin
                    timer_cnt <= 0;
                    data_cnt <= 0;
                    data_out <= 0;
                    data_out_en <= 0;
                    repeat_out_en <= 0;
                    data_buf <= 0;
                end
                S_FIN_REPEAT: begin
                    repeat_out_en <= 1;
                end
                S_GET_DATA_0: begin
                    data_buf[data_cnt[4:0]] <= 1'b0;
                    data_cnt <= data_cnt + 1'b1;
                end
                S_GET_DATA_1: begin
                    data_buf[data_cnt[4:0]] <= 1'b1;
                    data_cnt <= data_cnt + 1'b1;
                end
                S_FIN_DATA: begin
                    data_out <= data_buf[23:16];
                    data_out_en <= 1;
                end
                S_FIN: begin
                    data_out <= 0;
                    data_out_en <= 0;
                    repeat_out_en <= 0;
                end
                default: begin
                end
            endcase
        end
    end
endmodule
module nec_bcd (
    input logic sys_clk,
    input logic sys_rst_n,
    input logic [7:0] data_in,
    input logic data_in_en,
    input logic repeat_in_en,
    output g::bcd_t bcd_out,
    output logic bcd_out_en
);
    typedef enum logic [2:0] {
        S_IDLE,
        S_SEND,
        S_REPEAT
    } state_t;
    state_t current_state;
    state_t next_state;
    g::bcd_t tmp_bcd;
    g::bcd_t last_bcd;
    logic [7:0] data_in0;
    logic posedge_data_in;
    logic posedge_repeat_in;
    syncer #(
        .WIDTH(8)
    ) u_syncer_data_in (
        .sys_clk(sys_clk),
        .sys_rst_n(sys_rst_n),
        .in(data_in),
        .out(data_in0),
        .posedge_out(),
        .negedge_out()
    );
    syncer #(
        .WIDTH(1)
    ) u_syncer_data_in_en (
        .sys_clk(sys_clk),
        .sys_rst_n(sys_rst_n),
        .in(data_in_en),
        .out(),
        .posedge_out(posedge_data_in),
        .negedge_out()
    );
    syncer #(
        .WIDTH(1)
    ) u_syncer_repeat_in_en (
        .sys_clk(sys_clk),
        .sys_rst_n(sys_rst_n),
        .in(repeat_in_en),
        .out(),
        .posedge_out(posedge_repeat_in),
        .negedge_out()
    );
    bin2bcd u_bin2bcd (
        .bin(data_in0),
        .bcd(tmp_bcd)
    );
    always_ff @(posedge sys_clk or negedge sys_rst_n) begin
        if (!sys_rst_n) begin
            current_state <= S_IDLE;
        end else begin
            current_state <= next_state;
        end
    end
    always_comb begin
        next_state = current_state;
        case (current_state)
            S_IDLE: begin
                if (posedge_data_in) begin
                    next_state = S_SEND;
                end else if (posedge_repeat_in) begin
                    next_state = S_REPEAT;
                end
            end
            S_SEND, S_REPEAT: begin
                next_state = S_IDLE;
            end
            default: begin
            end
        endcase
    end
    always_ff @(posedge sys_clk or negedge sys_rst_n) begin
        if (!sys_rst_n) begin
            bcd_out_en <= 0;
            last_bcd <= 0;
        end else begin
            case (next_state)
                S_IDLE: begin
                    bcd_out_en <= 0;
                end
                S_SEND: begin
                    bcd_out <= tmp_bcd;
                    last_bcd <= tmp_bcd;
                    bcd_out_en <= 1;
                end
                S_REPEAT: begin
                    bcd_out <= last_bcd;
                    bcd_out_en <= 1;
                end
                default: begin
                end
            endcase
        end
    end
endmodule
module syncer #(
    parameter int WIDTH     = 1,
    parameter bit RESET_VAL = 1'b0
) (
    input  logic             sys_clk,
    input  logic             sys_rst_n,
    input  logic [WIDTH-1:0] in,
    output logic [WIDTH-1:0] out,
    output logic             posedge_out,
    output logic             negedge_out
);
    (* syn_keep = 1 *)logic [WIDTH-1:0] sync_r0;
    (* syn_keep = 1 *)logic [WIDTH-1:0] sync_r1;
    always_ff @(posedge sys_clk or negedge sys_rst_n) begin
        if (!sys_rst_n) begin
            sync_r0 <= {WIDTH{RESET_VAL}};
            sync_r1 <= {WIDTH{RESET_VAL}};
        end else begin
            sync_r0 <= in;
            sync_r1 <= sync_r0;
        end
    end
    assign out = sync_r1;
    assign posedge_out = !sync_r0 && sync_r1;
    assign negedge_out = sync_r0 && !sync_r1;
endmodule
module top_nec_uart #(
    parameter logic [27:0] MAX_TIMER_CNT = 27'd25_000_000 - 27'b1
) (
    input logic sys_clk,
    input logic sys_rst_n,
    input  logic remote_in,
    output logic uart_out
);
    logic [7:0] nec_data;
    logic nec_data_en;
    logic nec_repeat_en;
    g::bcd_t bcd;
    logic bcd_en;
    logic uart_busy;
    logic [7:0] data;
    logic data_en;
    nec u_nec (
        .sys_clk(sys_clk),
        .sys_rst_n(sys_rst_n),
        .remote_in(remote_in),
        .data_out(nec_data),
        .data_out_en(nec_data_en),
        .repeat_out_en(nec_repeat_en)
    );
    nec_bcd u_nec_bcd (
        .sys_clk  (sys_clk),
        .sys_rst_n(sys_rst_n),
        .data_in(nec_data),
        .data_in_en(nec_data_en),
        .repeat_in_en(nec_repeat_en),
        .bcd_out(bcd),
        .bcd_out_en(bcd_en)
    );
    bcd_display u_bcd_display (
        .sys_clk(sys_clk),
        .sys_rst_n(sys_rst_n),
        .bcd_in_en(bcd_en),
        .bcd_in(bcd),
        .busy_in(uart_busy),
        .data_out(data),
        .data_out_en(data_en)
    );
    uart_tx u_uart_tx (
        .sys_clk(sys_clk),
        .sys_rst_n(sys_rst_n),
        .data(data),
        .data_en(data_en),
        .busy(uart_busy),
        .tx(uart_out)
    );
endmodule
module uart_tx #(
    parameter int CLK_FREQ  = g::CLK_FREQ,
    parameter int BAUD_RATE = g::BAUD_RATE
) (
    input logic sys_clk,
    input logic sys_rst_n,
    input logic [7:0] data,
    input logic data_en,
    output logic busy,
    output logic tx
);
    localparam int MAX_CLK_CNT = CLK_FREQ / BAUD_RATE - 1;
    localparam logic [3:0] MAX_SHIFT_CNT = 10;
    int clk_cnt;
    logic [9:0] tmp_data;
    logic [3:0] shift_cnt;
    assign tmp_data = {1'b1, data, 1'b0};
    always_ff @(posedge sys_clk or negedge sys_rst_n) begin
        if (!sys_rst_n) begin
            busy <= 0;
        end else if (!busy && data_en) begin
            busy <= 1;
        end else if (shift_cnt == MAX_SHIFT_CNT) begin
            busy <= 0;
        end
    end
    always_ff @(posedge sys_clk or negedge sys_rst_n) begin
        if (!sys_rst_n) begin
            clk_cnt <= 0;
        end else if (busy) begin
            if (clk_cnt == MAX_CLK_CNT) begin
                clk_cnt <= 0;
            end else begin
                clk_cnt <= clk_cnt + 1;
            end
        end else begin
            clk_cnt <= 0;
        end
    end
    always_ff @(posedge sys_clk or negedge sys_rst_n) begin
        if (!sys_rst_n) begin
            shift_cnt <= 0;
        end else if (busy) begin
            if (clk_cnt == MAX_CLK_CNT) begin
                shift_cnt <= shift_cnt + 1'b1;
            end
        end else begin
            shift_cnt <= 0;
        end
    end
    always_ff @(posedge sys_clk or negedge sys_rst_n) begin
        if (!sys_rst_n) begin
            tx <= 1;
        end else if (busy) begin
            if (shift_cnt == MAX_SHIFT_CNT) begin
                tx <= 1;
            end else if (clk_cnt == 0) begin
                tx <= tmp_data[shift_cnt];
            end
        end else begin
            tx <= 1;
        end
    end
endmodule
</file>
<file path="design/flow/run.sh">
#!/bin/bash
# OpenROAD 26Q1-2900-gdf79404cd8, Yosys 0.63+post, stock flow scripts
make -C /OpenROAD-flow-scripts/flow DESIGN_CONFIG=/design/flow/config.mk WORK_HOME=/design/flow/orfs finish
</file>
<file path="design/flow/config.mk">
export PLATFORM = sky130hd
export DESIGN_NAME = top_nec_uart
export DESIGN_NICKNAME = top_nec_uart
export VERILOG_FILES = /design/flow/design.v
export SDC_FILE = /design/flow/constraint.sdc
export NUM_CORES = 4
export LEC_CHECK = 1
export CORE_UTILIZATION = 40
</file>
<file path="design/flow/constraint.sdc">
current_design top_nec_uart

set clk_period 5.5
set clk_io_pct 0.2

create_clock -name clk0 -period $clk_period [get_ports {sys_clk}]

set non_clock_inputs [all_inputs -no_clocks]
set_input_delay [expr $clk_period * $clk_io_pct] -clock clk0 $non_clock_inputs
set_output_delay [expr $clk_period * $clk_io_pct] -clock clk0 [all_outputs]
</file>
==> results.sh <==
# source this file to load flow results
export IMPL_status="completed"
export IMPL_pin_count=4
export IMPL_worstMarginPinSlew_ns=0.814
export IMPL_fin_area_mm2=0.0127
export IMPL_critPathCaptureType="flip-flop"
export IMPL_cts_repair_resized=0
export IMPL_most_common_layout_cells="dfrtp_1 (192), nor2_1 (118), nand2_1 (108), nand3_1 (71), xnor2_1 (60)"
export IMPL_worst_path_most_repeated_cell="ha_1"
export IMPL_diodes=0
export IMPL_cts_buffers=17
export IMPL_synth_warnings=7
export IMPL_cts_setup_buffers=0
export IMPL_cp_required_ns=5.67
export IMPL_ir_drop_mv=0.194
export IMPL_wl_per_cell_um=13.7
export IMPL_ff_type="dfrtp_1"
export IMPL_die_area_mm2=0.0299
export IMPL_power_uw=2290
export IMPL_clk_pin_slew_ns=0.06
export IMPL_ys_flops=208
export IMPL_drt_pass1_iterations=4
export IMPL_flop_area_mm2=0.00526
export IMPL_startpoint_type="flip-flop"
export IMPL_worstPathMaxFanout=8
export IMPL_untimed_endpoints=80
export IMPL_vias=8114
export IMPL_syn_area_mm2=0.0117
export IMPL_tritoncts="done"
export IMPL_warnings=49
export IMPL_top_layer="met4"
export IMPL_core_mm2=0.0287
export IMPL_hold_path_class="flip-flop to flip-flop"
export IMPL_grt_first_pass_wirelength_um=38300
export IMPL_gp_congestion=0.875
export IMPL_ant_nets=0
export IMPL_overflow=0
export IMPL_clk_path_buf_depth=2
export IMPL_dp_hpwl_um=14400
export IMPL_die_w_um=173
export IMPL_cp_slowest_stage_delay_ns=0.56
export IMPL_route_met2_wl_um=9670
export IMPL_drive_gt1_share_pct=13.7
export IMPL_synth_seq_share_pct=45.0
export IMPL_io_buffers=3
export IMPL_reg2reg_slack_ns=0.38
export IMPL_crit_chain="inv_1, ha_1, inv_1, ha_2, xnor2_1, ha_1, o31a_4, xnor2_2, ha_1, inv_1, o211a_1, nor2_1, xnor2_1, ha_1, or4_1, nand3_1, xnor2_2, inv_2, ha_1, a311oi_2, o21ai_0, a31o_1"
export IMPL_avgSynthCellArea_um2=10.0
export IMPL_layout_area_comb_mm2=0.00597
export IMPL_cap_violations=0
export IMPL_clock_skew_ns=0.00658
export IMPL_critPathSlowestCell="or4_1"
export IMPL_synth_chip_area_mm2=0.0117
export IMPL_grt_pass1_vias=7869
export IMPL_netlist_cell_type_count=89
export IMPL_synth_async_sr_flop_share_pct=95.2
export IMPL_critPathKind="flip-flop to flip-flop"
export IMPL_drc=0
export IMPL_final_common_cell="dfrtp_1"
export IMPL_ctsHoldBuffers=0
export IMPL_period_needed_ns=5.12
export IMPL_edf_count=10
export IMPL_clk_latency_ns=0.42
export IMPL_grt_usage_pct=15.5
export IMPL_die_h_um=173
export IMPL_hold_ws_ns=0.347
export IMPL_period_used_pct=93.1
export IMPL_cellLeakagePower_uw=0.00539
export IMPL_relSlewSlack_pct=45.2
export IMPL_clock_fmax_ghz=0.195
export IMPL_ys_cells=1167
export IMPL_dr_wl_met3_um=489
export IMPL_antenna_found_initial=0
export IMPL_syn_inst=1167
export IMPL_drt_iter0_markers=419
export IMPL_met1_length_um=11000
export IMPL_place_area_mm2=0.0120
export IMPL_cellPowerDensity_mw_per_mm2=180
export IMPL_rsz0062_at_grt="false"
export IMPL_wl_um=21300
export IMPL_unclocked_pins=70
export IMPL_fp_util_pct=40.7
export IMPL_finalHoldViolCount=0
export IMPL_cts_root_buffer="clkbuf_16"
export IMPL_fill_cells=2667
export IMPL_tns_ns=0
export IMPL_final_core_util_pct=44.3
export IMPL_cp_data_arrival_time_ns=5.29
export IMPL_slew_violations=0
export IMPL_syn2layout_area_growth_pct=8.79
export IMPL_via_per_inst=5.22
export IMPL_setup_violations_final=0
export IMPL_grt_max_degree=72
export IMPL_num_rows=62
export IMPL_htreeDepth=4
final cells by class:
| cell class | instances | area share, % |
|---|---|---|
| Inverter | 55 | 1.62 |
| Clock buffer | 21 | 3.79 |
| Timing Repair Buffer | 18 | 1.15 |
| Sequential cell | 208 | 41.4 |
| Clock inverter | 10 | 1.28 |
| Multi-Input combinational cell | 857 | 47.0 |
| Tap cell | 384 | 3.78 |
registers in the layout, indices dropped and copies added (netlist names), 8 cells and up:
name,flops
u_nec_bcd.last_bcd,10
u_nec.sampling_cnt,32
u_nec.data_buf,16
u_nec_bcd.u_syncer_data_in.sync_r0,8
u_nec_bcd.u_syncer_data_in.sync_r1,8
u_nec.timer_cnt,32
u_uart_tx.clk_cnt,32
u_nec.data_out,8
u_nec_bcd.bcd_out,10
u_bcd_display.bcd_buf,10
stage by stage:
stage	setup slack, ns	std cells
2_1_floorplan	0.576	1167
3_3_place_gp	0.226	1522
3_5_place_dp	0.124	1522
4_1_cts	0.0926	1553
5_1_grt	0.00711	1553
6_report	0.380	1553
synthesized netlist by cell type, types with 24 or more instances:
master,instances,area share [%]
nor2_1,118,3.8
clkbuf_1,24,0.77
o21ai_0,29,1.2
ha_1,40,4.3
dfrtp_1,193,41
nor3_2,32,2.7
xnor2_1,61,4.6
xor2_1,48,3.6
nand2_1,108,3.5
nand4_1,42,2.2
nand3_1,71,3.0
inv_1,52,1.7
where the power goes:
group	switching (uW)	internal, uW	total, uW
registers	0	1020	1020
logic	27.7	2.89	30.6
clock network	425	808	1230
total	453	1840	2290
metal layers:
layer | global-route usage [%] | vias up
li1 | - | 4097
met1 | 25.6 | 3922
met2 | 23.5 | 86
met3 | 2.09 | 9
met4 | 1.33 | 0
met5 | 0 | -
critical path: cells and delay by family, from the launching register on:
family	cells	cell delay, ns
DFF	1	0.40
xor gates and xnor gates	4	0.71
AOI/OAI and AO/OA	5	1.22
buffers and inverters	4	0.27
and+or+nand+nor	3	0.83
adders and majority gates	6	1.42
path summary, 6_finish.rpt:
path,startpoint,endpoint,depth (start not counted)
setup reg to reg,u_nec_bcd.u_syncer_data_in.sync_r1[5],u_nec_bcd.bcd_out[1],22
max in group asynchronous,sys_rst_n,u_nec_bcd.u_syncer_repeat_in_en.sync_r1,3
hold reg to reg,u_nec_bcd.u_syncer_data_in.sync_r0[6],u_nec_bcd.u_syncer_data_in.sync_r1[6],0
setup / recovery,u_nec_bcd.u_syncer_data_in.sync_r1[5],u_nec_bcd.bcd_out[1],22
hold / removal,u_nec_bcd.u_syncer_data_in.sync_r0[6],u_nec_bcd.u_syncer_data_in.sync_r1[6],0
min in group asynchronous,sys_rst_n,u_nec.sampling_cnt[21],1
logic make-up after synthesis:
group | count (synthesis) | synth area share [%]
XOR/XNOR | 110 | 8.31
AND/OR/NAND/NOR | 508 | 23.6
adder cells (fa/ha/maj) | 40 | 4.28
flip-flops | 208 | 45.0
multiplexers | 43 | 4.12
AND-OR/OR-AND | 156 | 10.6
buffers and inverters | 102 | 4.06
Power and IR drop assume default switching activity.
